--- flow/run.sh ---
#!/bin/bash
# OpenROAD 26Q1-2900-gdf79404cd8, Yosys 0.63+post, stock flow scripts
make -C /OpenROAD-flow-scripts/flow DESIGN_CONFIG=/design/flow/config.mk WORK_HOME=/design/flow/orfs finish
--- flow/config.mk ---
export PLATFORM = sky130hd
export DESIGN_NAME = io_debouncer
export DESIGN_NICKNAME = io_debouncer
export VERILOG_FILES = /design/flow/design.v
export SDC_FILE = /design/flow/constraint.sdc
export NUM_CORES = 4
export LEC_CHECK = 1
export CORE_AREA = 10 10 99 99
export DIE_AREA = 0 0 109 109
export SYNTH_HDL_FRONTEND = slang
--- flow/constraint.sdc ---
current_design io_debouncer

set clk_period 4.4
set clk_io_pct 0.2

create_clock -name clk0 -period $clk_period [get_ports {clk}]

set non_clock_inputs [all_inputs -no_clocks]
set_input_delay [expr $clk_period * $clk_io_pct] -clock clk0 $non_clock_inputs
set_output_delay [expr $clk_period * $clk_io_pct] -clock clk0 [all_outputs]
--- flow/design.v ---
`default_nettype none
module io_debouncer (
	input logic clk,
	input logic as_reset_n,
	input logic input_signal,
	output logic debounced_output
);
	reg input_signal_ff_0;
	reg input_signal_ff_1;
	reg input_signal_ff_2;
	wire input_edge;
	parameter counter_max = 1000000;
	reg [19:0] counter;
	always_ff @ (posedge clk, negedge as_reset_n)
	begin
		if ( !as_reset_n ) begin
			input_signal_ff_0 <= 0;
			input_signal_ff_1 <= 0;
			input_signal_ff_2 <= 0;
		end
		else begin
			input_signal_ff_0 <= input_signal;
			input_signal_ff_1 <= input_signal_ff_0;
			input_signal_ff_2 <= input_signal_ff_1;
		end
	end
	assign input_edge = input_signal_ff_1 ^ input_signal_ff_2;
	always_ff @ (posedge clk, negedge as_reset_n)
	begin
		if ( !as_reset_n ) begin
			counter <= 0;
		end
		else begin
			if ( input_edge ) counter <= 0;
			else if ( counter < counter_max ) counter <= counter + 1;
		end
	end
	always_ff @ (posedge clk, negedge as_reset_n)
	begin
		if ( !as_reset_n ) begin
			debounced_output <= 0;
		end
		else begin
			if ( counter == counter_max ) debounced_output <= input_signal_ff_2;
		end
	end
endmodule
`default_nettype wire
==> impl_metrics.yaml <==
# synthesis and place-and-route metrics
detailed_routing:
  routed_wl_mm: 2.70
  top_signal_layer_used: "met4"
  via_per_inst: 4.42
  wl_met3_um: 127
  vias: 1070
  wire_per_inst_um: 11.2
  drtIter0Drc: 99
  drc: 0
  wl_met1_mm: 1.45
  antennaDiodeCount: 0
  wl_met2_mm: 1.11
  firstDrtPassIters: 4
  antenna_left: 0
synthesis:
  synth_flop_count: 24
  yosysUniqueCellTypes: 36
  ys.flop_type: "dfrtp_1"
  ys_cells: 135
  synth_seq_share_pct: 43.8
  synth_cells: 135
  top_area_cell: "dfrtp_1"
  synthesis.area_mm2: 0.00137
  async_flop_share_pct: 100
  area_leaders: "dfrtp_1 (44%), or4_1 (6.0%), nand4_1 (4.6%)"
  top_cells_by_count: "dfrtp_1 (24), nand2_1 (16), or4_1 (11), nand4_1 (10), a21oi_1 (8)"
  ys_area_mm2: 0.00137
  edf_count: 0
  top_area_share_pct: 43.8
  syn_avg_cell_area_um2: 10.2
  yosysWarnings: 0
  most_common_cell: "dfrtp_1"
outcome:
  outcome: "finished clean"
worst_hold_path:
  min_path_cells: 0
  hold_class: "flop to flop"
  min_to: "input_signal_ff_1$_DFF_PN0_"
  hp-start: "input_signal_ff_0$_DFF_PN0_"
worst_setup_path:
  critPathKind: "flop to flop"
  cp_data_required_time_ps: 4560
  end_kind: "flop"
  cp_max_fo: 17
  r2r_slack_ps: 2320
  cp.arrival_ps: 2250
  r2r_start: "counter[16]$_DFFE_PN0P_"
  reg2reg_depth: 5
  critPathLaunchType: "flop"
  r2r-end: "counter[15]$_DFFE_PN0P_"
final_timing:
  fin_worst_skew_ps: 2.49
  setup_viol: 0
  max-slew-margin-rel_pct: 52.3
  timing.final.crit_period_ps: 2080
  rsz0062_at_grt: "no"
  final-hold-violation-count: 0
  period_used_pct: 47.4
  maxSlewViolCount: 0
  holdWs_ps: 354
  worst_pin_slew_ps: 716
  max_freq_mhz: 480
  fin_tns_setup_ps: 0
floorplanning:
  rows: 32
  chipArea_mm2: 0.0119
  die_w_um: 109
  fp_util_pct: 17.8
  io_pins: 4
  dieHeight_um: 109
  core_mm2: 0.00773
grt:
  grt-ovfl-total: 0
  grt_pass1_wl_mm: 4.99
  grt_pass1_vias: 993
  track_usage_pct: 5.01
  grt_max_degree: 25
  antenna_found_initial: 0
clock_network:
  cts_tree: "yes"
  numCtsBuffers: 3
  hold_buffers: 0
  cts_max_level: 1
  clk_path_buf_depth: 2
  clock_latency_ps: 270
  post-cts-setup-buffer-count: 0
  cts_root_buffer: "clkbuf_8"
  cts_resized: 0
  cts_sinks: 24
  clk_pin_slew_ps: 90
final_layout:
  num-fill-cells: 834
  fin_area_mm2: 0.00159
  areaGrowthSynthToFinish_pct: 15.9
  drive_above_1_share_pct: 11.4
pwr:
  combPwrFrac_pct: 7.7
  vdd_ir_drop_max_uv: 162
  p_clk_share_pct: 41.9
  internal_power_uw: 361
  netSwitchingFraction_pct: 21.8
  p_sw_uw: 101
  seq_power_share_pct: 50.4
  power_density_mw_per_mm2: 290
  p_total_uw: 462
  p_leak_uw: 0.000633
placed_design:
  place_area_mm2: 0.00152
  dp_hpwl_mm: 1.92
  portBuffers: 3
  place.gp.congestion: 0.815
run:
  warning_count: 26
  max-cap-violations: 0
[critical path, cell delays in order, from the launching register on]
cell and delay, ps:
dfrtp_1 410, nand4_1 220, a311oi_4 710, buf_4 330, nor2_1 70, o221a_1 230
[stage by stage]
step           instances  worst slack (ps)  utilization [%]
6_report             242              2320             20.6
5_1_grt              242              2160             20.6
4_1_cts              242              2310             20.6
3_5_place_dp         238              2340             19.7
3_3_place_gp         238              2390             19.7
2_1_floorplan        135              2790                -
[cells in the final DEF (no fill, tap or decap), types with 2 or more instances in the layout]
cell type and n:
o21ai_1 2, nand2_1 16, dfrtp_1 24, mux2i_1 3
or3_1 4, o211ai_1 6, a21oi_1 8, and3_1 5
clkbuf_8 3, clkdlybuf4s50_1 3, o31ai_1 5, nor3_1 2
buf_4 4, nor2_1 7, nand2b_1 2, or4_1 11
xnor2_1 2, ha_1 2, nand4_1 10, inv_1 3
and2_1 2
[metal layers]
metal,global-route usage [%],vias to the layer above
li1,-,532
met1,7.88,514
met2,7.03,22
met3,1.25,2
met4,0.282,0
met5,0,-
[kinds of logic (layout without fill, tap and decap cells)]
kind of cell	count (synthesis)	in the layout	share of synthesized area [%]
AND-OR/OR-AND	27	27	17.0
adder cells (fa/ha/maj)	2	2	1.82
multiplexers	4	4	3.01
flip-flops	24	24	43.8
XOR/XNOR	3	3	1.91
buffers and inverters	9	14	3.83
AND/OR/NAND/NOR	66	66	28.7
[flip-flops by register name (all words and copies together), names as in the netlist]
name / flops
input_signal_ff_1: 1
counter: 20
input_signal_ff_2: 1
input_signal_ff_0: 1
debounced_output: 1
[power by group through the flow]
stage     Sequential (uW)  Combinational (uW)  Clock, uW
6_report              233                35.4        194
5_1_grt               234                42.3        213
4_1_cts               233                36.1        200
[how the worst max path moves through the flow]
stage | startpoint | to | slack, ps | cells past startpoint
CTS | counter[16]$_DFFE_PN0P_ | counter[15]$_DFFE_PN0P_ | 2310 | 5
global route | counter[16]$_DFFE_PN0P_ | counter[15]$_DFFE_PN0P_ | 2160 | 5
finish | counter[16]$_DFFE_PN0P_ | counter[15]$_DFFE_PN0P_ | 2320 | 5
[layout make-up]
| class | count | area (um^2) | area share (%) |
|---|---|---|---|
| well taps | 102 | 128 | 8.03 |
| clock buffers | 3 | 41.3 | 2.60 |
| flip-flops and latches | 24 | 601 | 37.8 |
| multi-input cells | 102 | 719 | 45.2 |
| inverters | 3 | 11.3 | 0.708 |
| clock inverters | 1 | 30.0 | 1.89 |
| repair buffers | 7 | 60.1 | 3.78 |
Power figures rest on the tool's default switching activity, not on a simulated workload.
