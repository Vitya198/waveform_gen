==> /design/flow/design.v <==
`default_nettype none
module dig_core(
input  wire         clk,
input  wire         rst_raw_n,
input  wire         rx_i,
output logic        tx_o,    
output logic [7:0]  dig_out,  
output logic [7:0]  debug_o   
);
parameter                fclk      =  50000000;  
parameter                baudrate  =  9600;    
localparam logic [15:0]  divisor   =  fclk/baudrate/16;
logic rx_done, tx_done;  
logic rd_en,   wr_en;     
logic [7:0]  rx_data;
logic [7:0]  reg_addr;
logic [7:0]  reg_data; 
logic run_start;
logic run_stop;
logic load_start;
logic load_ready;
logic [7:0]  debug_data;
logic        nco_we;
logic        nco_en;
logic [7:0]  nco_out; 
logic [13:0] freq_step;     
uart_transceiver i_uart_transcevier(
  .sys_clk    (clk          ),
  .sys_rst    (!rst_raw_n   ),
  .divisor    (divisor      ),
  .uart_rx    (rx_i         ),
  .uart_tx    (tx_o         ),
  .rx_done    (rx_done      ),
  .tx_done    (tx_done      ),
  .tx_data    (reg_data     ), 
  .rx_data    (rx_data      ),
  .tx_wr      (rd_en        )
);
reg_fsm i_reg_fsm(    
  .clk         (clk         ),
  .rst_n       (rst_raw_n   ),
  .rx_done_i   (rx_done     ),
  .tx_done_i   (tx_done     ),
  .data_i      (rx_data     ),
  .reg_data_o  (reg_data    ),
  .reg_addr_o  (reg_addr    ), 
  .rd_en_o     (rd_en       ),
  .wr_en_o     (wr_en       )
);
reg_file i_reg_file(
  .clk              (clk        ),
  .rst_n            (rst_raw_n  ),
  .addr_i           (reg_addr   ),
  .data_i           (rx_data    ),
  .wr_en_i          (wr_en      ),
  .debug_data_o     (debug_data ),
  .nco_run_start_o  (run_start  ),
  .nco_run_stop_o   (run_stop   ),
  .nco_load_start_o (load_start ),
  .nco_load_ready_o (load_ready ),
  .nco_freq_step_o  (freq_step  )
);
main_fsm i_main_fsm(
  .clk              (clk        ),
  .rst_n            (rst_raw_n  ),
  .nco_run_start_i  (run_start  ),
  .nco_run_stop_i   (run_stop   ),
  .nco_load_start_i (load_start ),
  .nco_load_ready_i (load_ready ),
  .nco_freq_step_i  (freq_step  ),
  .nco_we_o         (nco_we     ),
  .nco_en_o         (nco_en     )
);
nco i_nco(
  .clk         (clk       ),
  .rst_n       (rst_raw_n ),
  .we_i        (nco_we    ),
  .sys_en      (nco_en    ),
  .freq_step_i (freq_step ),
  .data_i      (rx_data   ),   
  .data_o      (nco_out   )
);
assign debug_o = debug_data; 
assign dig_out = nco_out;
endmodule
`default_nettype wire
`default_nettype none
module main_fsm(
input wire           clk,
input wire           rst_n,
input wire          nco_run_start_i,
input wire          nco_run_stop_i,
input wire          nco_load_start_i,
input wire          nco_load_ready_i,
input wire [13:0]   nco_freq_step_i,
output logic        nco_we_o,
output logic        nco_en_o
);
logic nco_we_d,     nco_we_q;
logic nco_en_d,     nco_en_q;
typedef enum logic [2:0] {S_IDLE, S_RUN, S_WAIT, S_LOAD } state_t;
state_t state, next_state;
always_ff @( posedge clk, negedge rst_n ) begin
  if(!rst_n) begin
    state     <=  S_IDLE;
    nco_we_q  <=  'd0;
  end
  else begin
    state <= next_state;
    nco_we_q  <= nco_we_d ;
  end
end
always_comb begin
  next_state  =  state;
  nco_we_d    =  nco_we_q ;
  case(state)
    S_IDLE: begin
      if(nco_run_start_i) begin
        next_state = S_RUN;
      end
      if(nco_load_start_i) begin
        next_state = S_LOAD;
      end
    end
    S_LOAD: begin
      if(nco_load_ready_i) begin
        nco_we_d = 0;
        next_state = S_IDLE;
      end  
      else begin
        nco_we_d = 1;
      end 
    end
    S_RUN: begin
      if(nco_run_stop_i) begin
        nco_en_d   =  0;
        next_state =  S_IDLE;
      end
      else begin
        if(nco_freq_step_i) begin
          nco_en_d  =  1; 
        end
        else begin
          nco_en_d   = 0;
          next_state = S_WAIT;
        end
      end
    end
    S_WAIT: begin
      if(nco_freq_step_i) begin
        next_state = S_RUN;
      end
    end
  endcase
end
assign nco_we_o  =  nco_we_q;
assign nco_en_o  =  nco_en_q;
endmodule
`default_nettype wire 
`default_nettype none
module nco #(
  parameter MAX_ADDR        =  6000,
  parameter STROBE_MAX      =  520
)(
  input  wire          clk,
  input  wire          rst_n,
  input  wire          we_i,
  input  wire          sys_en,
  input  wire  [7:0]   data_i,
  input  wire  [13:0]  freq_step_i,
  output logic [7:0]   data_o 
);
logic ce;
logic [25:0] str_cnt_d, str_cnt_q;
always_comb begin
  str_cnt_d  =  str_cnt_q;
  if(ce) begin
    str_cnt_d   =   0;
  end
  else begin
    str_cnt_d   =   str_cnt_q   +   1;
  end
end
always_ff @(posedge clk or negedge rst_n) begin 
  if(!rst_n) begin
    str_cnt_q   <=  26'd0;
  end
  else begin
    if(sys_en) begin
      str_cnt_q   <=  str_cnt_d;    
    end
  end
end
assign ce   =   (str_cnt_q == STROBE_MAX);
logic [12:0] addr_cnt_d, addr_cnt_q;
logic [12:0] addr;
always_comb begin 
  addr_cnt_d  =  addr_cnt_q;
  if(addr_cnt_q  >  MAX_ADDR) begin
    addr_cnt_d   =   13'd0;
  end else begin
    if(ce) begin
      if(we_i) begin
        addr_cnt_d  =  addr_cnt_q  +  1;
      end else begin
        addr_cnt_d  =  addr_cnt_q  +  freq_step_i;
      end
    end
  end
end
always_ff @(posedge clk or negedge rst_n ) begin 
  if(!rst_n) begin
    addr_cnt_q  <=  13'd0;
  end
  else begin
    if(sys_en) begin
      addr_cnt_q  <=  addr_cnt_d;
    end
  end
end 
assign addr = addr_cnt_q;
reg [7:0] content [0 : MAX_ADDR-1];
always_ff @ (posedge clk )
  begin
    if ( we_i ) begin
      content[addr] <= data_i;
    end 
    data_o <= content[addr];
  end
endmodule
`default_nettype wire
`default_nettype none
module reg_file (
  input  wire          clk,
  input  wire          rst_n,
  input  wire  [7:0]   addr_i,
  input  wire  [7:0]   data_i,
  input  wire          wr_en_i,
  output logic        nco_run_start_o,
  output logic        nco_run_stop_o,
  output logic        nco_load_start_o,
  output logic        nco_load_ready_o,
  output logic [13:0] nco_freq_step_o,
  output logic [7:0] debug_data_o
);
parameter logic [7:0] MAX_ADDR       = 8'd8;
logic [7:0] reg_array_d [MAX_ADDR-1:0];
logic [7:0] reg_array_q [MAX_ADDR-1:0];
logic [7:0] reg_addr_d, reg_addr_q;
always_comb begin
  reg_array_d  =  reg_array_q;
  reg_addr_d   =  reg_addr_q;
  if(wr_en_i) begin
    reg_array_d [reg_addr_q] = data_i;
  end
end
always_ff @(posedge clk, negedge rst_n) begin 
  if(!rst_n) begin
    reg_array_q[0] <= 8'd0;
    reg_array_q[1] <= 8'd0;
    reg_array_q[2] <= 8'd0;
    reg_array_q[3] <= 8'd0;
    reg_array_q[4] <= 8'd0;
    reg_array_q[5] <= 8'd0;
    reg_array_q[6] <= 8'd0;
    reg_array_q[7] <= 8'd0;
    reg_addr_q     <= 8'd0;
    end 
    else begin
      reg_array_q     <= reg_array_d;
      reg_addr_q      <= reg_addr_d;
    end
end
assign  nco_run_start_o         = reg_array_q[0][0];
assign  nco_run_stop_o          = reg_array_q[0][1];
assign  nco_load_start_o        = reg_array_q[0][2];
assign  nco_load_ready_o        = reg_array_q[0][3];
assign  nco_freq_step_o[7:0]    = reg_array_q[1][7:0];
assign  nco_freq_step_o[13:8]   = reg_array_q[2][5:0];
assign debug_data_o  = reg_array_d [reg_addr_q];
endmodule
`default_nettype wire    
`default_nettype none
module reg_fsm(
input  wire         clk,
input  wire         rst_n,
input  wire         rx_done_i,
input  wire         tx_done_i,	
input  wire  [7:0]  data_i,
output logic [7:0]  reg_addr_o,
output logic [7:0]  reg_data_o,
output logic        rd_en_o,
output logic        wr_en_o
);
localparam logic [7:0] CMD_NOP = 8'h00;
localparam logic [7:0] CMD_WR  = 8'h01;
localparam logic [7:0] CMD_RD  = 8'h02; 
logic [7:0] cmd_type_d, cmd_type_q;
logic [7:0] addr_d,   addr_q ;
logic [7:0] data_d,   data_q;
typedef enum logic [1:0] {S_TYPE, S_ADD, S_DATA} state_t;   
state_t state, next_state;
always_ff @ ( posedge clk, negedge rst_n ) begin
  if(!rst_n) begin
    state      <= S_TYPE;
    cmd_type_q <= CMD_NOP;
    addr_q     <= 'd0;
    data_q     <= 'd0;
  end
  else begin
    state      <= next_state;
    cmd_type_q <= cmd_type_d;
    addr_q     <= addr_d;
    data_q     <= data_d;
  end
end
always_comb begin
  next_state   =  state;
  cmd_type_d   =  cmd_type_q;
  addr_d       =  addr_q;  
  data_d       =  data_q;
  case (state)
    S_TYPE: begin
      if(rx_done_i) begin
        next_state = S_ADD;
        cmd_type_d = data_i;  
      end
    end  
    S_ADD: begin
      if ( rx_done_i ) begin
        next_state = S_DATA;
        addr_d     = data_i;
      end
    end
    S_DATA:	begin
      if ( rx_done_i ) begin
        next_state  = S_TYPE;
        cmd_type_d  = CMD_NOP;
        data_d  = data_i;
      end
    end
  endcase
end
assign wr_en_o    = ((cmd_type_q == CMD_WR) &&  (state == S_DATA) && rx_done_i);
assign rd_en_o    = ((cmd_type_q == CMD_RD) &&  (state == S_DATA) && rx_done_i);
assign reg_data_o = data_q;
assign reg_addr_o = addr_q;
endmodule
`default_nettype wire   
module uart_transceiver(
	input sys_rst,
	input sys_clk,
	input uart_rx,
	output reg uart_tx,
	input [15:0] divisor,
	output reg [7:0] rx_data,
	output reg rx_done,
	input [7:0] tx_data,
	input tx_wr,
	output reg tx_done
);
reg [15:0] enable16_counter;
wire enable16;
assign enable16 = (enable16_counter == 16'd0);
always @(posedge sys_clk) begin
	if(sys_rst)
		enable16_counter <= divisor - 16'b1;
	else begin
		enable16_counter <= enable16_counter - 16'd1;
		if(enable16)
			enable16_counter <= divisor - 16'b1;
	end
end
reg uart_rx1;
reg uart_rx2;
always @(posedge sys_clk) begin
	uart_rx1 <= uart_rx;
	uart_rx2 <= uart_rx1;
end
reg rx_busy;
reg [3:0] rx_count16;
reg [3:0] rx_bitcount;
reg [7:0] rx_reg;
always @(posedge sys_clk) begin
	if(sys_rst) begin
		rx_done <= 1'b0;
		rx_busy <= 1'b0;
		rx_count16  <= 4'd0;
		rx_bitcount <= 4'd0;
	end else begin
		rx_done <= 1'b0;
		if(enable16) begin
			if(~rx_busy) begin  
				if(~uart_rx2) begin  
					rx_busy <= 1'b1;
					rx_count16 <= 4'd7;
					rx_bitcount <= 4'd0;
				end
			end else begin
				rx_count16 <= rx_count16 + 4'd1;
				if(rx_count16 == 4'd0) begin  
					rx_bitcount <= rx_bitcount + 4'd1;
					if(rx_bitcount == 4'd0) begin  
						if(uart_rx2)
							rx_busy <= 1'b0;
					end else if(rx_bitcount == 4'd9) begin
						rx_busy <= 1'b0;
						if(uart_rx2) begin  
							rx_data <= rx_reg;
							rx_done <= 1'b1;
						end  
					end else
						rx_reg <= {uart_rx2, rx_reg[7:1]};
				end
			end
		end
	end
end
reg tx_busy;
reg [3:0] tx_bitcount;
reg [3:0] tx_count16;
reg [7:0] tx_reg;
always @(posedge sys_clk) begin
	if(sys_rst) begin
		tx_done <= 1'b0;
		tx_busy <= 1'b0;
		uart_tx <= 1'b1;
	end else begin
		tx_done <= 1'b0;
		if(tx_wr) begin
			tx_reg <= tx_data;
			tx_bitcount <= 4'd0;
			tx_count16 <= 4'd1;
			tx_busy <= 1'b1;
			uart_tx <= 1'b0;
		end else if(enable16 && tx_busy) begin
			tx_count16  <= tx_count16 + 4'd1;
			if(tx_count16 == 4'd0) begin
				tx_bitcount <= tx_bitcount + 4'd1;
				if(tx_bitcount == 4'd8) begin
					uart_tx <= 1'b1;
				end else if(tx_bitcount == 4'd9) begin
					uart_tx <= 1'b1;
					tx_busy <= 1'b0;
					tx_done <= 1'b1;
				end else begin
					uart_tx <= tx_reg[0];
					tx_reg <= {1'b0, tx_reg[7:1]};
				end
			end
		end
	end
end
endmodule
==> /design/flow/run.sh <==
#!/bin/bash
# OpenROAD 26Q1-2900-gdf79404cd8, Yosys 0.63+post, stock flow scripts
make -C /OpenROAD-flow-scripts/flow DESIGN_CONFIG=/design/flow/config.mk WORK_HOME=/design/flow/orfs finish
==> /design/flow/config.mk <==
export PLATFORM = sky130hd
export DESIGN_NAME = dig_core
export DESIGN_NICKNAME = dig_core
export VERILOG_FILES = /design/flow/design.v
export SDC_FILE = /design/flow/constraint.sdc
export NUM_CORES = 4
export LEC_CHECK = 1
export CORE_UTILIZATION = 30
export SYNTH_HDL_FRONTEND = slang
export SYNTH_MEMORY_MAX_BITS = 65536
==> /design/flow/constraint.sdc <==
current_design dig_core

set clk_period 6.1
set clk_io_pct 0.2

create_clock -name clk0 -period $clk_period [get_ports {clk}]

set non_clock_inputs [all_inputs -no_clocks]
set_input_delay [expr $clk_period * $clk_io_pct] -clock clk0 $non_clock_inputs
set_output_delay [expr $clk_period * $clk_io_pct] -clock clk0 [all_outputs]
==> ci_impl_report.md <==
### Flow metrics

| Metric | Value |
|---|---|
| Worst-path clk slew | `0.07 ns` |
| Pwr Density | `279.8 nW/um^2` |
| Reg2reg setup slack | `3.18 ns` |
| Synthesis-to-finish area growth | `16.03%` |
| Final hold vios | `0` |
| Slew HR | `47.30%` |
| Via Count | `2578` |
| Unrepaired setup endpoints after global routing | `no` |
| Max incr delay on CP | `0.58 ns` |
| Number of H-tree levels | `3` |
| Post-placement cell area | `4737 um^2` |
| Crit-path cells | `nand2_1 -> and3b_1 -> nand3_1 -> mux2_2 -> clkdlybuf4s50_1` |
| Crit path arrival time | `2.75 ns` |
| Maximum vdd drop | `0.1555 mV` |
| Yosys adder share | `3.447%` |
| Crit path kind | `reg2out` |
| Syn Area/Cell | `12.59 um^2` |
| Outcome | `finished, final reports clean` |
| Die area | `15000 um^2` |
| Top post-synthesis cells by count | `edfxtp_1, dfxtp_1, nor2_1` |
| Mux cell area share after synthesis | `6.464%` |
| First DRT Iteration DRCs | `156` |
| Worst r2r src | `i_uart_transcevier.rx_done` |
| CTS Hold Bufs | `0` |
| Postcts setup bufs | `0` |
| Total track usage | `10.93%` |
| Synth top cell by count | `edfxtp_1` |
| Post-Syn Instances | `346` |
| Worst-path maximum fanout | `13` |
| Yosys cell count | `346` |
| Area reported by Yosys stat | `4355 um^2` |
| Starting Density | `31.02%` |
| DRC errors left | `0` |
| Crit path max-delay cell type | `dfxtp_1` |
| Startpoint Class | `flop` |
| Pre-antenna DRT Iters | `4` |
| GP Congestion | `0.7610` |
| Synth area leaders | `edfxtp_1, dfxtp_1, dfrtp_1` |
| Cell taking the most area after synthesis | `edfxtp_1` |
| # IOs | `20` |
| Seq share, synth | `62.91%` |
| Aggregate routed wire length | `7303 um` |
| CTS resizes | `0` |
| DR WL/cell | `13.21 um` |
| Grt ovf | `0` |
| Number of antenna violations at the first check in global routing | `0` |
| Worst skew pair latency | `0.36 ns` |
| Leakage power | `1.916 nW` |
| Routed Antenna Nets | `0` |
| First-pass GRT wire length | `12490 um` |
| Synth Area in XOR/XNOR | `3.419%` |
| Largest net degree at the start of global routing | `45` |
| PortBufs | `19` |
| Via-to-Cell Ratio | `4.662` |
| WP data required | `4.88 ns` |
| Max-cap viol count | `0` |
| Async SR Flop Fraction | `28.44%` |
| Simple Share, Synth | `13.53%` |
| Post-synth top flop | `edfxtp_1` |
| Post-synth regs | `109` |
| Maximum clock path buffer count | `2` |
| Die W | `122.5 um` |
| Number of global-route vias before repair | `2573` |
| Cell Rows | `43` |
| Ant. Diodes | `0` |
| Area share, top type | `27.58%` |
| Final setup vio count | `0` |
| Share of layout cells above drive strength 1 | `13.94%` |
| Max Slew Vio Count | `0` |
| Worst Hold Depth | `0` |
| CTS root buf | `clkbuf_16` |
| Flip-flops with a built-in enable | `40` |
| Final min period | `3.970 ns` |
| Post-Route Setup TNS | `0 ns` |
| Worst Reg-to-Reg Cells | `3` |
| Worst r2r dst | `i_uart_transcevier.tx_reg[0]` |
| Complex Gates by Area | `7.239%` |
| Mapped Area | `4355 um^2` |
| Hold Startpoint | `i_uart_transcevier.uart_rx1` |
| Setup crit end kind | `output pin` |
| Clock sinks | `109` |
| Max Clock Freq | `251.9 MHz` |
| Top reg by flops | `i_uart_transcevier.enable16_counter` |
| DP Wirelength | `4790 um` |
| Core ar. | `14040 um^2` |
| Yosys cell types | `53` |
| DIE HEIGHT | `122.5 um` |
| Worst hold path class | `reg2reg` |
| Fin crit share | `65.08%` |
| CTS tree | `done` |
| CTS Buf Count | `9` |
| Worst-margin pin slew | `0.7888 ns` |
| Post-route cell area | `5054 um^2` |
| End of the worst hold path | `i_uart_transcevier.uart_rx2` |
| Log Warnings | `32` |
| Max FFs per register | `16` |
| Synth logic family | `simple AND/OR/NAND/NOR gates` |
| Clk_skew | `0.006720 ns` |
| YS warnings | `1` |
## worst max-delay path by stage
stage / depth (start not counted) / endpoint / slack (ns) / start
finish: 5 / debug_o[4] / 2.13 / i_uart_transcevier.rx_done
global route: 5 / debug_o[2] / 1.96 / i_uart_transcevier.rx_done
CTS: 5 / debug_o[4] / 2.10 / i_uart_transcevier.rx_done
## through the flow
step | utilization [%] | setup WS (ns) | instances | hold WS [ns] | total power, W
3_3_place_gp | 33.73 | 2.597 | 537 | 0.3140 | 0.0008181
3_5_place_dp | 33.73 | 2.524 | 537 | 0.3135 | 0.0008187
6_report | 35.99 | 2.130 | 553 | 0.3319 | 0.001414
2_1_floorplan | - | 3.409 | 346 | 0.3096 | 0.0008067
5_1_grt | 35.99 | 1.962 | 553 | 0.3396 | 0.001464
4_1_cts | 35.99 | 2.104 | 553 | 0.3316 | 0.001431
## report_power, final
part	total [W]	internal, W	switching (W)
registers	0.000767	0.000758	0.00000943
logic	0.0000349	0.0000134	0.0000215
clock network	0.000612	0.000328	0.000283
## routing by layer
layer,track usage [%],wire (um),vias up
li1,-,-,1292
met3,2.704,319,14
met4,2.134,166,0
met2,15.66,3156,52
met5,0,0,-
met1,17.46,3661,1220
## cell usage in the layout (no fill, tap or decap), drive strengths merged, types with 4 or more instances in the layout
master and n:
dfrtp 29, xor2 12, nor4 6, inv 25, nand3 12, o21ai 5, and2 5, dfxtp 38
nor3b 4, nand2 15, mux2 25, o22ai 9, xnor2 5, clkbuf 9, nand4 7, edfxtp 40
ha 12, nor2 33, or4 4, a21oi 8, clkdlybuf4s50 18, a22oi 8
## worst max-delay path: cells and delay by family (launching register included)
family | cells | cell delay [ns]
DFF | 1 | 0.58
muxes | 1 | 0.34
buffers and inverters | 1 | 0.46
and+or+nand+nor | 3 | 1.01
## cell families after synthesis
group,count (synthesis)
AOI/OAI and AO/OA,46
xor gates and xnor gates,17
adders and majority gates,12
buffers and inverters,33
DFF,109
muxes,25
and+or+nand+nor,104
## layout make-up
class,count,area (um^2)
clock buffers,9,225.2
clock inverters,7,91.34
fillers,1310,8989
inverters,23,86.33
multi-input cells,204,1485
flip-flops and latches,109,2740
well taps,180,225.2
repair buffers,21,200.2
Power figures rest on the tool's default switching activity, not on a simulated workload.
